==> run.sh <==
#!/bin/bash
# OpenROAD 26Q1-2900-gdf79404cd8, Yosys 0.63+post, stock flow scripts
make -C /OpenROAD-flow-scripts/flow DESIGN_CONFIG=/design/flow/config.mk WORK_HOME=/design/flow/orfs finish
==> config.mk <==
export PLATFORM = sky130hd
export DESIGN_NAME = timer_blk_2
export DESIGN_NICKNAME = timer_blk_2
export VERILOG_FILES = /design/flow/design.v
export SDC_FILE = /design/flow/constraint.sdc
export NUM_CORES = 4
export LEC_CHECK = 1
export CORE_AREA = 10 10 70 70
export DIE_AREA = 0 0 80 80
==> constraint.sdc <==
current_design timer_blk_2

set clk_period 2.5
set clk_io_pct 0.2

create_clock -name clk0 -period $clk_period [get_ports {sys_clk}]

set non_clock_inputs [all_inputs -no_clocks]
set_input_delay [expr $clk_period * $clk_io_pct] -clock clk0 $non_clock_inputs
set_output_delay [expr $clk_period * $clk_io_pct] -clock clk0 [all_outputs]
==> design.v <==
module timer_blk_2(sys_clk,clk,reset, st_timer, time_val, timer_exp, count_down,repro);
  input repro;
  input sys_clk, clk, reset, st_timer;
  input [3:0] time_val;
  output  timer_exp;
  output[3:0] count_down;
  reg timer_exp;
  reg [3:0] count;
reg [3:0] count_down;
  always @ (posedge sys_clk)
  begin : counter
    if (reset == 1 || repro) 
      begin
      count <= 4'b0000;
      timer_exp <=0;
    end
else if ( clk  == 1 && st_timer == 1 && count != time_val)
    begin
      count <= count +1;
      count_down <=  time_val - count-1;
    end
  else if (count == time_val)
    begin
      timer_exp <=1;
      count <= 4'b0000;
    end
  else begin
   timer_exp <=0;
end
end
endmodule
==> qor.txt <==
Worst-Skew Late Latency: 0.26 ns
first-pass GRT wire length: 1530 um
worst r2r src: count[1]
Placer Congestion: 0.787
fmax: 0.542 GHz
vias in the first global route: 369
I/O pins: 14
Yosys warnings: 1
nature of the critical path startpoint: input port
Syn Inst Count: 42
core box area: 0.00342 mm2
Post-Route WL: 939 um
LEAKAGE: 0.229 nW
Hold-fix buffers, CTS: 0
final setup TNS: 0 ns
Final setup viols: 0
drc violations: 0
Synth Cell Area: 453 um2
slew margin rel.: 0.750
Synth top area share: 0.265
final worst slack: 0.655 ns
Post-CTS Setup Bufs: 0
metal3 WL: 135 um
outcome: finished clean
chip area: 0.00640 mm2
initial antenna violation count: 0
Final Hold Vio Count: 0
Vias: 349
CP max-delay cell: clkdlybuf4s50_1
max-cap violations: 0
CP required: 2.43 ns
TritonCTS Buffers: 3
Hold Startpoint: count[3]
VDD IR max: 0.169 mV
worst hold path class: register to register
routed length on met1: 450 um
RSZ-0062 raised after global routing: no
DR WL/cell: 8.94 um
post-cts sizing count: 0
clk_skew: 0.00446 ns
cell family with most CP delay: buffers and inverters
post-synth top area cell: edfxtp_1
pwr dens: 460 mW/mm2
initial DRC count: 7
FP Core Util: 0.133
Top Metal Used: met4
port buffer count: 13
Antenna Cells: 0
Post-synth area hogs: edfxtp_1 (27%), dfxtp_1 (22%), ha_1 (11%), xor2_1 (5.8%), fa_1 (4.4%)
antenna-violating nets left: 0
clk buf depth: 2
Post-synth seq share: 0.486
die width: 80 um
flop and latch count out of synthesis: 9
CP Capture Type: register
syn avg cell area: 10.8 um2
library cells used by synthesis: 18
All-Layer GR Usage: 0.0308
Worst-Margin Slew: 0.374 ns
yosys cell count: 42
share of cells above drive strength 1: 0.0847
root buffer cell: clkbuf_4
CP Cell Sequence: clkdlybuf4s50_1 > ha_1 > nand3_1 > o21ai_2 > nor2_1
Setup WS pre-CTS: 0.385 ns
Die Height: 80 um
Syn-to-layout area delta: 47.2%
WL met2: 340 um
CTS sink cnt: 9
DR vias/cell: 3.32
FP Rows: 21
H-tree Lvls: 1
fin crit period: 1.84 ns
drt pass-1 iters: 3
fin crit share: 0.738
CP Max Fanout: 5
Max stage delay on crit path: 0.45 ns
WP buf/inv: 1
Crit Path Class: input port to register
CP startpoint: time_val[1]
critical path data arrival time: 1.78 ns
largest net degree at the start of global routing: 6
CTS tree: built
Power Total: 0.307 mW
Log Warnings: 25
clk slew on worst S/H paths: 0.06 ns
max-slew violation count: 0
YS chip area: 453 um2
GRT overflow: 0
-- through the flow --
step / area [um2] / utilization / instances / hold slack (ns)
2_1_floorplan: 453 / - / 42 / 0.466
3_3_place_gp: 641 / 0.188 / 101 / 0.489
3_5_place_dp: 641 / 0.188 / 101 / 0.493
4_1_cts: 667 / 0.195 / 105 / 0.501
5_1_grt: 667 / 0.195 / 105 / 0.533
6_report: 667 / 0.195 / 105 / 0.501
-- report_power, final --
group	leakage [nW]	internal, mW	switching, mW
Clock	0.0150	0.0613	0.0473
Combinational	0.137	0.0230	0.0164
Sequential	0.0767	0.157	0.00124
-- sequential cells by signal, summed over array words and instances (netlist names) --
register    count
count           4
count_down      4
timer_exp       1
-- cell families (layout without fill, tap and decap cells) --
logic type / after synthesis / after routing / synth area share
xor+xnor: 5 / 5 / 0.0967
flops: 9 / 9 / 0.486
compound gates: 7 / 7 / 0.0994
simple gates: 13 / 13 / 0.138
fa+ha+maj: 5 / 5 / 0.155
buf+inv: 3 / 20 / 0.0249
-- worst paths after layout --
kind | slack (ns) | cells past startpoint | endpoint
setup / recovery | 0.66 | 5 | count_down[0]
hold / removal | 0.50 | 2 | count[3]
setup reg to reg | 0.91 | 5 | count_down[0]
hold reg to reg | 0.50 | 2 | count[3]
-- placed cells by master (no fill, tap or decap) --
cell type / count
dfxtp_1: 5
and2_1: 2
o21ai_2: 1
clkbuf_1: 1
xnor2_1: 2
clkdlybuf4s50_1: 13
ha_1: 4
nor2_1: 4
edfxtp_1: 4
nand3_1: 3
o21ai_0: 1
inv_1: 3
xor2_1: 3
nand2_2: 1
clkbuf_4: 3
nand2_1: 2
a21oi_1: 3
a21o_1: 1
or3_1: 1
o2bb2ai_1: 1
fa_1: 1
-- routing by layer --
metal	vias up	global-route usage
met4	0	0.00528
met2	13	0.0377
li1	177	-
met1	157	0.0381
met3	2	0.0295
met5	-	0
-- synthesized netlist by cell type --
| library cell | instances |
|---|---|
| inv_1 | 3 |
| nand2_1 | 2 |
| xor2_1 | 3 |
| o2bb2ai_1 | 1 |
| or3_1 | 1 |
| and2_1 | 2 |
| nor2_1 | 4 |
| edfxtp_1 | 4 |
| nand2_2 | 1 |
| o21ai_0 | 1 |
| fa_1 | 1 |
| xnor2_1 | 2 |
| a21oi_1 | 3 |
| ha_1 | 4 |
| o21ai_2 | 1 |
| nand3_1 | 3 |
| a21o_1 | 1 |
| dfxtp_1 | 5 |
-- layout make-up --
cell class                 instances  area, um2
sequential                         9        220
fill                             386       2750
inverter                           3       11.3
timing repair buffer              13        130
clock buffer                       4       26.3
tap                               46       57.6
multi-input combinational         30        221
-- worst min-delay path, delay by kind of cell, from the launching register on --
family | cells | cell delay, ns
flip-flops | 1 | 0.32
AND-OR/OR-AND | 2 | 0.13
No activity file was given, so power comes from the tool's default toggle rates.
