===== ./design.v =====
module decoder( reset, count, clk , c_out, sel_out);
input [3:0] count;
input clk, reset;
output [7:0] c_out;
output [3:0] sel_out;
reg  [7:0] c_out;
reg [3:0] sel_out;
reg[3:0] fst;
reg sec, check;
reg [10 :0] st_change;
always @ (posedge clk)
begin
	if (count  >= 10)
  	  begin
    		  fst <= count - 10;
     		 sec <= 1;			 
  	end 
else 
  begin
  sec <= 0;
  fst <= count;
end
end
always @ (posedge clk)
begin
  if (reset == 1)
    begin
		check <= 0 ;
		st_change <= 0;
    end
  else if (check  == 0 && st_change[10] == 1)
    begin
      sel_out[0] <= 1;
		sel_out[1] <= 0;
      check <= 1;
	  st_change <= 0;
      case (fst)
        4'b0000 : begin
          c_out[0] <= 0;
          c_out[1] <= 0;
          c_out[2] <= 0;
          c_out[3] <= 0;
          c_out[4] <= 0;
          c_out[5] <= 0;
          c_out[6] <= 1;
          c_out[7] <= 1;
        end
        4'b0001 : begin
          c_out[0] <= 1;
          c_out[1] <= 0;
          c_out[2] <= 0;
          c_out[3] <= 1;
          c_out[4] <= 1;
          c_out[5] <= 1;
          c_out[6] <= 1;
          c_out[7] <= 1;
        end
        4'b0010 : begin
          c_out[0] <= 0;
          c_out[1] <= 0;
          c_out[2] <= 1;
          c_out[3] <= 0;
          c_out[4] <= 0;
          c_out[5] <= 1;
          c_out[6] <= 0;
          c_out[7] <= 1;
        end
        4'b0011 : begin
          c_out[0] <= 0;
          c_out[1] <= 0;
          c_out[2] <= 0;
          c_out[3] <= 0;
          c_out[4] <= 1;
          c_out[5] <= 1;
          c_out[6] <= 0;
          c_out[7] <= 1;
        end
        4'b0100 : begin
          c_out[0] <= 1;
          c_out[1] <= 0;
          c_out[2] <= 0;
          c_out[3] <= 1;
          c_out[4] <= 1;
          c_out[5] <= 0;
          c_out[6] <= 0;
          c_out[7] <= 1;
        end
        4'b0101 : begin
          c_out[0] <= 0;
          c_out[1] <= 1;
          c_out[2] <= 0;
          c_out[3] <= 0;
          c_out[4] <= 1;
          c_out[5] <= 0;
          c_out[6] <= 0;
          c_out[7] <= 1;
        end
        4'b0110 : begin
          c_out[0] <= 0;
          c_out[1] <= 1;
          c_out[2] <= 0;
          c_out[3] <= 0;
          c_out[4] <= 0;
          c_out[5] <= 0;
          c_out[6] <= 0;
          c_out[7] <= 1;
        end
        4'b0111 : begin
          c_out[0] <= 0;
          c_out[1] <= 0;
          c_out[2] <= 0;
          c_out[3] <= 1;
          c_out[4] <= 1;
          c_out[5] <= 1;
          c_out[6] <= 1;
          c_out[7] <= 1;
        end
        4'b1000 : begin
          c_out[0] <= 0;
          c_out[1] <= 0;
          c_out[2] <= 0;
          c_out[3] <= 0;
          c_out[4] <= 0;
          c_out[5] <= 0;
          c_out[6] <= 0;
          c_out[7] <= 1;
        end
       4'b1001 : begin
          c_out[0] <= 0;
          c_out[1] <= 0;
          c_out[2] <= 0;
          c_out[3] <= 0;
          c_out[4] <= 1;
          c_out[5] <= 0;
          c_out[6] <= 0;
          c_out[7] <= 1;
        end
  endcase 
end
  else if(check == 1 &&  st_change[10] == 1)
  begin
	sel_out[0] <= 0;
	sel_out[1] <= 1;
	 check <= 0;
     st_change <= 0; 
      case (sec)
        0 : begin
           c_out[0] <= 0;
          c_out[1] <= 0;
          c_out[2] <= 0;
          c_out[3] <= 0;
          c_out[4] <= 0;
          c_out[5] <= 0;
          c_out[6] <= 1;
          c_out[7] <= 1;
        end
        1 : begin
          c_out[0] <= 1;
          c_out[1] <= 0;
          c_out[2] <= 0;
          c_out[3] <= 1;
          c_out[4] <= 1;
          c_out[5] <= 1;
          c_out[6] <= 1;
          c_out[7] <= 1;
        end
  endcase
  end
  else
  begin
		st_change <= st_change +1;
		sel_out[2] <= 1;
		sel_out[3] <= 1;
  end
end
endmodule

===== ./run.sh =====
#!/bin/bash
# OpenROAD 26Q1-2900-gdf79404cd8, Yosys 0.63+post, stock flow scripts
make -C /OpenROAD-flow-scripts/flow DESIGN_CONFIG=/design/flow/config.mk WORK_HOME=/design/flow/orfs finish

===== ./config.mk =====
export PLATFORM = sky130hd
export DESIGN_NAME = decoder
export DESIGN_NICKNAME = decoder
export VERILOG_FILES = /design/flow/design.v
export SDC_FILE = /design/flow/constraint.sdc
export NUM_CORES = 4
export LEC_CHECK = 1
export CORE_AREA = 10 10 89 89
export DIE_AREA = 0 0 99 99

===== ./constraint.sdc =====
current_design decoder

set clk_period 2.5
set clk_io_pct 0.2

create_clock -name clk0 -period $clk_period [get_ports {clk}]

set non_clock_inputs [all_inputs -no_clocks]
set_input_delay [expr $clk_period * $clk_io_pct] -clock clk0 $non_clock_inputs
set_output_delay [expr $clk_period * $clk_io_pct] -clock clk0 [all_outputs]

==> results.rst <==
Metrics
=======

.. list-table::
   :header-rows: 1

   * - Metric
     - Value
   * - Final Setup Violations
     - 0
   * - DP Area
     - 0.00136 mm2
   * - Vias in the first global route
     - 797
   * - Clock network latency to the later pin of the worst-skew pair
     - 0.26 ns
   * - Hold slack final
     - 0.468 ns
   * - Remaining Overflow, GRT
     - 0
   * - TritonRoute pass-1 iters
     - 4
   * - Row cnt
     - 28
   * - Die X-Extent
     - 99 um
   * - Critical Path AT
     - 1.72 ns
   * - Register area share after synthesis
     - 0.520
   * - Area share of fa/ha/maj cells after synthesis
     - 0.0213
   * - CP endpoint kind
     - flop
   * - Worst-margin pin slew
     - 0.538 ns
   * - RePlAce Congestion
     - 0.753
   * - Post-Layout Inst Area
     - 0.00142 mm2
   * - Cts-stage hold buffer count
     - 0
   * - Crit path cell chain
     - clkdlybuf4s50_1, nor2b_1, a21boi_0
   * - P_leak
     - 0.499 nW
   * - Flip-flop and latch count after synthesis
     - 26
   * - Clock Root Buffer
     - clkbuf_8
   * - Number of placed I/O pins
     - 18
   * - Worst-case headroom to the max-slew limit
     - 0.640
   * - Port-buffer cells
     - 14
   * - Synth unique cells
     - 33
   * - Post-synthesis cell area
     - 0.00117 mm2
   * - Complex-gate fraction of the synthesized area
     - 0.200
   * - Filler instances
     - 636
   * - Startpoint of the lowest-slack register-to-register path
     - st_change[10]
   * - Max clock buf depth
     - 2
   * - Areal power density over the cells
     - 546 mW/mm2
   * - Number of antenna violations at the first check in global routing
     - 0
   * - Setup total negative slack
     - 0 ns
   * - Top-area cell type share of the netlist area
     - 0.290
   * - Number of antenna cells inserted
     - 0
   * - Flip-flops with a built-in enable
     - 9
   * - Flip-flop cell with the highest count after synthesis
     - dfxtp_1
   * - Overall chip area
     - 0.00980 mm2
   * - Mean routed wirelength per cell
     - 10.2 um
   * - Fraction of layout cells with a size suffix above 1
     - 0.0379
   * - Top logic family
     - AND-OR/OR-AND gates
   * - CTS clk-pin slew, worst paths
     - 0.09 ns
   * - Worst-path cell with the longest stage delay
     - clkdlybuf4s50_1
   * - Global-route total usage across every layer
     - 0.0428
   * - Number of cell instances after yosys synthesis
     - 122
   * - Routed wire length
     - 2.12 mm
   * - Largest voltage drop on the vdd net
     - 0.210 mV
   * - Startpoint of the most critical setup path
     - reset
   * - Type of the worst min-delay path
     - reg -> reg
   * - Class of the most critical setup path
     - in -> reg
   * - End of the worst hold path
     - st_change[0]
   * - Yosys synthesis chip area
     - 0.00117 mm2
   * - Via density per instance
     - 4.03
   * - Yosys warning tally
     - 1
   * - Final critical delay including setup and external delays
     - 1.75 ns
   * - Worst Setup Start Kind
     - input pin
   * - Resized cells post-CTS
     - 0
   * - Synthesis-to-layout area growth
     - 20.7%
   * - Wire length of the first global-routing pass
     - 3.68 mm
   * - Number of buffers inserted during clock tree synthesis
     - 3
   * - R2r setup slk
     - 0.97 ns
   * - Log Warnings
     - 25
   * - Hold Crit Start
     - st_change[0]
   * - Post-CTS Repair Setup Buffers
     - 0
   * - Post-synthesis instance total
     - 122
   * - DRC violation total after the first TritonRoute iteration
     - 63
   * - Remaining design rule violation count
     - 0
   * - Number of hold-slack violations in the final timing report
     - 0
   * - Overall via count from detail_route
     - 834
   * - Post-route clock skew
     - 0.00352 ns
   * - Outcome
     - finished, final reports clean
   * - Post-route clock period utilization
     - 0.701
   * - # H-tree levels
     - 1
   * - RSZ-0062 raised after global routing
     - no
   * - Area fraction in mux cells
     - 0.00852
   * - Count of nets left with antenna violations after detail routing
     - 0
   * - Clock tree from TritonCTS
     - built
   * - Syn avg cell area
     - 9.63 um2
   * - Maximum single-stage delay on the critical path
     - 0.48 ns
   * - Worst hold path cell count
     - 1
   * - Number of sinks on the clock net
     - 26
   * - Core Region
     - 0.00599 mm2
   * - Endpoint of the worst register-to-register path
     - c_out[4]
   * - Area share of and/or/nand/nor cells after synthesis
     - 0.160
   * - Max Cap Violations
     - 0
   * - Final Total Pwr
     - 0.773 mW
   * - XOR/XNOR share of the synthesized area
     - 0.0224
   * - DPL Wire Length
     - 1.55 mm
   * - Fraction of registers with async set or reset after synthesis
     - 0
   * - Max frequency
     - 0.570 GHz
   * - Required time of the worst setup path
     - 2.46 ns
   * - Worst Reg-to-Reg Cells
     - 3
   * - Maximum number of pins on one net before global-route repair
     - 19
   * - Biggest fanout along the worst timing path
     - 9
   * - Vert. Die Dim
     - 99 um
   * - Final tally of max-slew violations
     - 0
   * - Ranking of synthesized cells by area
     - dfxtp_1 (29%), edfxtp_1 (23%), a21oi_1 (4.7%), a21boi_0 (4.5%), nor2_1 (3.5%)
   * - Fp_density
     - 0.196
   * - Library cell with the largest summed area after synthesis
     - dfxtp_1
## cells in the final DEF, fill, tap and decap left out
master / instances
o31ai_1: 1
nand2_1: 2
edfxtp_1: 9
nor2b_1: 3
xor2_1: 1
a221oi_1: 2
o21a_1: 3
nor4_1: 1
nor3b_1: 1
a21oi_1: 11
xnor2_1: 2
mux2i_1: 1
ha_1: 2
a21o_1: 3
nand3_1: 4
nor2_1: 11
nor3_1: 1
or2_2: 1
clkdlybuf4s50_1: 14
inv_1: 6
and2_1: 1
o21ai_0: 7
or3_1: 5
a211o_1: 1
dfxtp_1: 17
conb_1: 3
clkbuf_8: 4
o21bai_1: 1
a21boi_0: 7
nand4_1: 2
a31oi_1: 1
nand2b_1: 4
## area by class of cell
class / count / area (um2) / share of cell area
Clock buffer: 4 / 55.1 / 0.0388
Timing Repair Buffer: 14 / 140 / 0.0989
Sequential cell: 26 / 611 / 0.431
Inverter: 6 / 22.5 / 0.0159
Multi-Input combinational cell: 82 / 495 / 0.350
Tap cell: 75 / 93.8 / 0.0662
## cell usage after synthesis, types with 2 or more instances
cell type and n:
clkbuf_1 3, a21oi_1 11, inv_1 6, dfxtp_1 17, nor2b_1 3, nor2_1 11
nand2b_1 4, a221oi_1 2, o21a_1 3, buf_4 3, xnor2_1 2, edfxtp_1 9
a21o_1 3, nand2_1 2, buf_2 4, nand3_1 4, nand4_1 2, a21boi_0 7
o21ai_0 7, or3_1 5, ha_1 2
## metrics by stage
stage | utilization | setup WS [ns] | cells
global placement | 0.227 | 0.458 | 203
global route | 0.237 | 0.613 | 207
finish | 0.237 | 0.747 | 207
floorplan | - | 1.18 | 124
CTS | 0.237 | 0.716 | 207
detailed placement | 0.227 | 0.431 | 203
## flip-flops by register name, indices dropped and copies added, names as in the netlist
signal	count
fst	4
c_out	7
sel_out	2
check	1
st_change	11
sec	1
## critical path: cells and delay by family
| family | cells | cell delay [ns] |
|---|---|---|
| buffers and inverters | 1 | 0.48 |
| AND-OR/OR-AND | 1 | 0.27 |
| AND/OR/NAND/NOR | 1 | 0.47 |
## cell families (layout without fill, tap and decap cells)
group                    count (synthesis)  count (layout)
AND-OR/OR-AND                           37              37
XOR/XNOR                                 3               3
adder cells (fa/ha/maj)                  2               2
buffers and inverters                   16              24
flip-flops                              26              26
multiplexers                             1               1
other                                    1               3
AND/OR/NAND/NOR                         36              36
## report_power, final
group	switching, mW	leakage [nW]	total, mW	internal (mW)
Clock	0.124	0.0288	0.264	0.141
Sequential	0.0176	0.222	0.463	0.445
Combinational	0.0210	0.249	0.0465	0.0254
## layer usage
| metal | track usage | routed length [um] | vias up | share of wire |
|---|---|---|---|---|
| met5 | 0 | 0 | - | 0 |
| met4 | 0.0110 | 43 | 0 | 0.020 |
| met3 | 0.00705 | 84 | 2 | 0.040 |
| met2 | 0.0591 | 801 | 23 | 0.38 |
| met1 | 0.0667 | 1190 | 365 | 0.56 |
| li1 | - | - | 444 | - |
## worst max-delay path by stage
stage | end | slack [ns] | depth (start not counted)
CTS | c_out[4] | 0.72 | 3
finish | c_out[4] | 0.75 | 3
global route | c_out[3] | 0.61 | 3
Power and IR drop assume default switching activity.
