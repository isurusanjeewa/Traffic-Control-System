==> /design/flow/run.sh <==
#!/bin/bash
# OpenROAD 26Q1-2900-gdf79404cd8, Yosys 0.63+post, stock flow scripts
make -C /OpenROAD-flow-scripts/flow DESIGN_CONFIG=/design/flow/config.mk WORK_HOME=/design/flow/orfs finish
==> /design/flow/config.mk <==
export PLATFORM = sky130hd
export DESIGN_NAME = divider_2
export DESIGN_NICKNAME = divider_2
export VERILOG_FILES = /design/flow/design.v
export SDC_FILE = /design/flow/constraint.sdc
export NUM_CORES = 4
export LEC_CHECK = 1
export CORE_AREA = 10 10 107 107
export DIE_AREA = 0 0 117 117
==> /design/flow/constraint.sdc <==
current_design divider_2

set clk_period 6.5
set clk_io_pct 0.2

create_clock -name clk0 -period $clk_period [get_ports {sys_clk}]

set non_clock_inputs [all_inputs -no_clocks]
set_input_delay [expr $clk_period * $clk_io_pct] -clock clk0 $non_clock_inputs
set_output_delay [expr $clk_period * $clk_io_pct] -clock clk0 [all_outputs]
==> /design/flow/design.v <==
module divider_2( sys_clk, divider_out, reset);
  input reset;
  input sys_clk;
  output divider_out;
  parameter para_count = 10; 
  reg divider_out;
  reg[31:0] count ;  
  always @ (posedge sys_clk)
  begin : counter
    if (reset == 1)begin
		divider_out <= 0;
		count <= 1;
    end
    else if (count == para_count  ) begin
		divider_out <= 1;
		count <= 1;
    end
    else
		begin
		count <= count +1;
		divider_out <= 0;
    end
 end  
endmodule
==> flow_summary.toml <==
# synthesis and place-and-route metrics
[power_and_ir_drop]
p_total_mw = 0.4195
power_density_nw_per_um2 = 225.9
p_leak_nw = 0.5402
peakVddDrop_mv = 0.07517
power_switching_mw = 0.08467
pwr-share-seq = 0.497
p_sw_frac = 0.2018
p_comb_frac = 0.031
internal_power_mw = 0.3348
clock_power_share = 0.473

[die]
coreArea_um2 = 9196
design.portCount = 3
dieArea_um2 = 13690
fp.dieW_um = 117
fp.dieH_um = 117
rows = 35
fp_util = 0.1750

[synth]
syn_area_per_cell_um2 = 8.698
ys_ff = 33
area_leaders = "dfxtp_1 41%, or4_1 6.5%, o31ai_1 6.1%"
syn_area_um2 = 1609
ys_types = 30
ys_warn_count = 1
netlist_instances = 185
yosys_area_um2 = 1609
postSynthSeqShare = 0.4106
synth_top_area_share = 0.4106
synth_top_cell_by_area = "dfxtp_1"
ys_cells = 185

[final_timing]
finalCritPeriodShare = 0.3675
max_slew.worst_pin.slew_ps = 379.3
slew_viol_final = 0
holdWs_ps = 487.4
hold_viol_final = 0
period_needed_ps = 2389
tns_ps = 0
finalSetupViolCount = 0
fin_ws_ps = 4111
rsz0062_at_grt = "false"
slew_headroom = 0.7436
max_freq_mhz = 418.6
finalClockSkew_ps = 2.392

[place]
io_buffers = 2
place_inst = 292
place_congestion = 0.8239
dpl.hpwl_mm = 2.374
place_ws_ps = 3928

[global_route]
antenna_found_initial = 0
grt_pass1_wl_mm = 6.147
grt_pass1_vias = 1244
grtUsageTotal = 0.05400
grt-ovfl-total = 0
grt_max_degree = 33

[critical_path]
critPathLaunchType = "register"
critPathTopFamily = "buffers and inverters"
end_kind = "output port"
path_max_fanout = 1
crit_path_max_incr_delay_ps = 480
crit_required_ps = 5200
worstSetupPathType = "reg -> out"
cp.arrival_ps = 1090
crit_path_cell_trace = "clkdlybuf4s50_1"
cp_num_buf_inv = 1
cp_slowest_cell = "clkdlybuf4s50_1"

[route]
wirelength_mm = 3.503
vias = 1373
drc = 0
first_pass_iters = 4
wl_per_cell_um = 11.68
vias_per_cell = 4.577
first_iter_violations = 80
ant_nets = 0
diodes = 0

[cells_and_area]
drive_gt1_frac = 0.08995
lay_top_count = "dfxtp_1"
final_cell_mix = "33 x dfxtp_1, 16 x a21oi_1, 15 x nor2_1"
area_growth_pct = 15.40
fillers = 989
stdcell_count = 300

[clocking]
ctsResizeCount = 0
cts_tree = "done"
path_clk_slew_ps = 70
ctsHoldBuffers = 0
clkLatencyLatePin_ps = 280
cts_setup_buffers = 0
cts_root_buf = "clkbuf_8"
clock_path_buffers = 2
clock_sinks = 33
cts_inserted_buffers = 5
htreeDepth = 2

[flow_run]
drv_cap = 0
tool_warnings = 26

[min_path]
worstHoldPathType = "reg -> reg"

[status]
outcome = "complete, no violations"
-- path summary, 6_finish.rpt --
| check | endpoint | cells past startpoint | start | slack (ps) |
|---|---|---|---|---|
| hold / removal | count[16] | 2 | count[16] | 490 |
| setup / recovery | divider_out | 1 | divider_out | 4110 |
| hold reg to reg | count[16] | 2 | count[16] | 490 |
| setup reg to reg | count[21] | 4 | count[2] | 4460 |
-- cells by family (layout without fill, tap and decap cells) --
logic type,Yosys count,count (layout),share of synthesized area
simple gates,93,93,0.3421
flops,33,33,0.4106
fa+ha+maj,2,2,0.01555
buf+inv,10,14,0.03110
compound gates,33,33,0.1244
xor+xnor,14,14,0.07621
-- metrics by stage --
| stage | utilization | cell area (um2) |
|---|---|---|
| detailed placement | 0.1893 | 1740 |
| floorplan | - | 1609 |
| CTS | 0.2019 | 1857 |
| finish | 0.2019 | 1857 |
| global route | 0.2019 | 1857 |
| global placement | 0.1893 | 1740 |
-- cells in the mapped netlist --
library cell and instances:
buf_2 1, o21ai_0 3, o21bai_1 1, nand4_2 1, or4_4 1, nor4_1 7, and4_2 1, buf_6 1
nor2_1 15, and2_2 2, nor4b_1 3, or3_1 4, clkbuf_1 4, buf_4 1, xor2_1 7, o31ai_1 13
and3_2 1, or4_1 14, inv_1 3, ha_1 2, or2_2 2, a21oi_1 16, nor3_1 4, nand2_1 8
nand3_1 14, and3_1 4, nand4_1 10, xnor2_1 7, dfxtp_1 33, and4_1 2
-- sequential cells by signal (all words and copies together) (netlist names) --
register / flops
count: 32
divider_out: 1
-- final cells by class --
class | instances | area [um2] | area share
flip-flops and latches | 33 | 660.6 | 0.3558
inverters | 3 | 11.26 | 0.006065
clock inverters | 1 | 30.03 | 0.01617
well taps | 111 | 138.9 | 0.07480
multi-input cells | 142 | 902.1 | 0.4858
repair buffers | 3 | 27.53 | 0.01482
clock buffers | 7 | 86.33 | 0.04650
-- routing by layer --
metal / track usage / wire length [um] / vias up
met5: 0 / 0 / -
met4: 0.01730 / 68 / 0
met3: 0.01445 / 140 / 2
met2: 0.07612 / 1483 / 22
met1: 0.07846 / 1812 / 633
li1: - / - / 716
-- power by group through the flow --
stage | logic (mW) | clock network [mW] | registers [mW]
global route | 0.0147 | 0.213 | 0.209
finish | 0.0128 | 0.198 | 0.208
CTS | 0.0130 | 0.205 | 0.208
No activity file was given, so power comes from the tool's default toggle rates.
